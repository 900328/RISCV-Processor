`/design/flow/config.mk`:
```
export PLATFORM = sky130hd
export DESIGN_NAME = regfile
export DESIGN_NICKNAME = regfile
export VERILOG_FILES = /design/flow/design.v
export SDC_FILE = /design/flow/constraint.sdc
export NUM_CORES = 4
export LEC_CHECK = 1
export CORE_UTILIZATION = 30
```
`/design/flow/constraint.sdc`:
```
current_design regfile

set clk_period 15.0
set clk_io_pct 0.2

create_clock -name clk0 -period $clk_period [get_ports {clk}]

set non_clock_inputs [all_inputs -no_clocks]
set_input_delay [expr $clk_period * $clk_io_pct] -clock clk0 $non_clock_inputs
set_output_delay [expr $clk_period * $clk_io_pct] -clock clk0 [all_outputs]
```
`/design/flow/design.v`:
```
interface mem_itf_w_mask #(
    parameter               CHANNELS = 1,
    parameter               DWIDTH = 32,
    parameter               MWIDTH = DWIDTH / 8
)(
    input   bit             clk,
    input   bit             rst
);
    logic   [31:0]          addr    [CHANNELS];
    logic   [MWIDTH-1:0]    rmask   [CHANNELS];
    logic   [MWIDTH-1:0]    wmask   [CHANNELS];
    logic   [DWIDTH-1:0]    rdata   [CHANNELS];
    logic   [DWIDTH-1:0]    wdata   [CHANNELS];
    logic                   resp    [CHANNELS];
    bit                     error = 1'b0;
    modport dut (
        input               clk,
        input               rst,
        output              addr,
        output              rmask,
        output              wmask,
        input               rdata,
        output              wdata,
        input               resp
    );
    modport mem (
        input               clk,
        input               rst,
        input               addr,
        input               rmask,
        input               wmask,
        output              rdata,
        input               wdata,
        output              resp,
        output              error
    );
    modport mon (
        input               clk,
        input               rst,
        input               addr,
        input               rmask,
        input               wmask,
        input               rdata,
        input               wdata,
        input               resp,
        output              error
    );
endinterface
interface mem_itf_wo_mask #(
    parameter               CHANNELS = 1,
    parameter               DWIDTH = 32
)(
    input   bit             clk,
    input   bit             rst
);
    logic   [31:0]          addr    [CHANNELS];
    logic                   read    [CHANNELS];
    logic                   write   [CHANNELS];
    logic   [DWIDTH-1:0]    rdata   [CHANNELS];
    logic   [DWIDTH-1:0]    wdata   [CHANNELS];
    logic                   resp    [CHANNELS];
    bit                     error = 1'b0;
    modport dut (
        input               clk,
        input               rst,
        output              addr,
        output              read,
        output              write,
        input               rdata,
        output              wdata,
        input               resp
    );
    modport mem (
        input               clk,
        input               rst,
        input               addr,
        input               read,
        input               write,
        output              rdata,
        input               wdata,
        output              resp,
        output              error
    );
    modport mon (
        input               clk,
        input               rst,
        input               addr,
        input               read,
        input               write,
        input               rdata,
        input               wdata,
        input               resp,
        output              error
    );
endinterface
interface mem_itf_banked(
    input   bit             clk,
    input   bit             rst
);
    logic   [31:0]          addr;
    logic                   read;
    logic                   write;
    logic   [63:0]          wdata;
    logic                   ready;
    logic   [31:0]          raddr;
    logic   [63:0]          rdata;
    logic                   rvalid;
    bit                     error = 1'b0;
    modport dut (
        input               clk,
        input               rst,
        output              addr,
        output              read,
        output              write,
        output              wdata,
        input               ready,
        input               raddr,
        input               rdata,
        input               rvalid
    );
    modport mem (
        input               clk,
        input               rst,
        input               addr,
        input               read,
        input               write,
        input               wdata,
        output              ready,
        output              rdata,
        output              raddr,
        output              rvalid,
        output              error
    );
    modport mon (
        input               clk,
        input               rst,
        input               addr,
        input               read,
        input               write,
        input               wdata,
        input               ready,
        input               rdata,
        input               raddr,
        input               rvalid,
        input               error
    );
endinterface
interface mon_itf#(
            parameter       CHANNELS = 1
)(
    input   bit             clk,
    input   bit             rst
);
            logic           valid     [CHANNELS];
            logic   [63:0]  order     [CHANNELS];
            logic   [31:0]  inst      [CHANNELS];
            logic           halt      [CHANNELS];
            logic   [4:0]   rs1_addr  [CHANNELS];
            logic   [4:0]   rs2_addr  [CHANNELS];
            logic   [31:0]  rs1_rdata [CHANNELS];
            logic   [31:0]  rs2_rdata [CHANNELS];
            logic   [4:0]   rd_addr   [CHANNELS];
            logic   [31:0]  rd_wdata  [CHANNELS];
            logic   [31:0]  pc_rdata  [CHANNELS];
            logic   [31:0]  pc_wdata  [CHANNELS];
            logic   [31:0]  mem_addr  [CHANNELS];
            logic   [3:0]   mem_rmask [CHANNELS];
            logic   [3:0]   mem_wmask [CHANNELS];
            logic   [31:0]  mem_rdata [CHANNELS];
            logic   [31:0]  mem_wdata [CHANNELS];
            bit             error = 1'b0;
endinterface
package rv32i_types;
    typedef enum logic [6:0] {
        op_b_lui       = 7'b0110111,  
        op_b_auipc     = 7'b0010111,  
        op_b_jal       = 7'b1101111,  
        op_b_jalr      = 7'b1100111,  
        op_b_br        = 7'b1100011,  
        op_b_load      = 7'b0000011,  
        op_b_store     = 7'b0100011,  
        op_b_imm       = 7'b0010011,  
        op_b_reg       = 7'b0110011   
    } rv32i_opcode;
    typedef enum logic [2:0] {
        arith_f3_add   = 3'b000,  
        arith_f3_sll   = 3'b001,
        arith_f3_slt   = 3'b010,
        arith_f3_sltu  = 3'b011,
        arith_f3_xor   = 3'b100,
        arith_f3_sr    = 3'b101,  
        arith_f3_or    = 3'b110,
        arith_f3_and   = 3'b111
    } arith_f3_t;
    typedef enum logic [2:0] {
        load_f3_lb     = 3'b000,
        load_f3_lh     = 3'b001,
        load_f3_lw     = 3'b010,
        load_f3_lbu    = 3'b100,
        load_f3_lhu    = 3'b101
    } load_f3_t;
    typedef enum logic [2:0] {
        store_f3_sb    = 3'b000,
        store_f3_sh    = 3'b001,
        store_f3_sw    = 3'b010
    } store_f3_t;
    typedef enum logic [2:0] {
        branch_f3_beq  = 3'b000,
        branch_f3_bne  = 3'b001,
        branch_f3_blt  = 3'b100,
        branch_f3_bge  = 3'b101,
        branch_f3_bltu = 3'b110,
        branch_f3_bgeu = 3'b111
    } branch_f3_t;
    typedef enum logic [2:0] {
        alu_op_add     = 3'b000,
        alu_op_sll     = 3'b001,
        alu_op_sra     = 3'b010,
        alu_op_sub     = 3'b011,
        alu_op_xor     = 3'b100,
        alu_op_srl     = 3'b101,
        alu_op_or      = 3'b110,
        alu_op_and     = 3'b111
    } alu_ops;
       typedef enum logic [6:0] {
        base           = 7'b0000000,
        variant        = 7'b0100000
    } funct7_t;
    typedef union packed {
        logic [31:0] word;
        struct packed {
            logic [11:0] i_imm;
            logic [4:0]  rs1;
            logic [2:0]  funct3;
            logic [4:0]  rd;
            rv32i_opcode opcode;
        } i_type;
        struct packed {
            logic [6:0]  funct7;
            logic [4:0]  rs2;
            logic [4:0]  rs1;
            logic [2:0]  funct3;
            logic [4:0]  rd;
            rv32i_opcode opcode;
        } r_type;
        struct packed {
            logic [11:5] imm_s_top;
            logic [4:0]  rs2;
            logic [4:0]  rs1;
            logic [2:0]  funct3;
            logic [4:0]  imm_s_bot;
            rv32i_opcode opcode;
        } s_type;
        struct packed {
            logic [11:5] imm_b_top;
            logic [4:0]  rs2;
            logic [4:0]  rs1;
            logic [2:0]  funct3;
            logic [4:0]  imm_b_bot;
            rv32i_opcode opcode;
        } b_type;
        struct packed {
            logic [31:12] imm;
            logic [4:0]  rd;
            rv32i_opcode opcode;
        } u_type;
        struct packed {
            logic [31:12] imm;
            logic [4:0]   rd;
            rv32i_opcode  opcode;
        } j_type;
    } instr_t;
typedef struct packed {     
    logic [31:0] pc;    
    logic [31:0] inst; 
    logic        valid;
} if_id_t;
typedef struct packed {
    logic [31:0] inst;
    logic [4:0]  rs1_s; 
    logic [4:0]  rs2_s;
    logic [31:0] rs1_v; 
    logic [31:0] rs2_v; 
    logic [31:0] pc;
    logic [6:0]  opcode;
    logic [4:0]  rd_s;
    logic [31:0] s_imm;
    logic [31:0] i_imm;
    logic [31:0] u_imm;
    logic [31:0] b_imm;
    logic [31:0] j_imm;   
    logic [2:0]  funct3;
    logic [6:0]  funct7;       
    logic        valid;
    logic        alu_rs1_sel;
    logic        alu_rs2_sel;
    logic [31:0] imm_out;
    logic        cmp_sel;
    logic   [2:0]   cmpop;
    logic   [2:0]   aluop;
    logic        regf_we;
    logic   [3:0]regfilemux_sel;
} id_ex_t;
typedef struct packed {
    logic [31:0] inst; 
    logic [2:0]  funct3;
    logic [6:0]  opcode;
    logic [4:0]  rs1_s; 
    logic [4:0]  rs2_s;
    logic [31:0] rs1_v; 
    logic [31:0] rs2_v;
    logic [31:0] pc;
    logic        regf_we; 
    logic [4:0]  rd_s;      
    logic        commit;
    logic        br_en;
    logic [31:0] i_imm;
    logic [31:0] j_imm;  
    logic [31:0] b_imm; 
    logic [31:0] u_imm; 
    logic [31:0] s_imm;
    logic [31:0] aluout;
    logic   [3:0]regfilemux_sel;
} ex_mem_t;
typedef struct packed {
    logic [31:0] inst; 
    logic [2:0]  funct3;
    logic [6:0]  opcode;
    logic [4:0]  rs1_s; 
    logic [4:0]  rs2_s;
    logic [31:0] rs1_v; 
    logic [31:0] rs2_v;
    logic [31:0] pc;
    logic        regf_we; 
    logic [4:0]  rd_s;       
    logic        commit;
    logic   [31:0]  dmem_addr;
    logic   [3:0]   dmem_rmask;
    logic   [3:0]   dmem_wmask;
    logic   [31:0]  dmem_wdata;
    logic   [31:0]  u_imm;
    logic          br_en;
    logic   [31:0] branch_addr;
    logic  [31:0]  aluout;
    logic   [3:0]regfilemux_sel;
   logic   [31:0] rvfi_pc_wdata;
} mem_wb_t;
endpackage: rv32i_types
package forward_rs1_mux;
typedef enum bit [2:0] {
   rs1_v    = 3'b000,
   alu_out  = 3'b001,
   br_en    = 3'b010,
   u_imm    = 3'b011,
   regfile_out = 3'b100,
    pc       =  3'b101
} forward_rs1_sel_t;
endpackage
package forward_rs2_mux;
typedef enum bit [2:0] {
   rs2_v    = 3'b000,
   alu_out  = 3'b001,
   br_en    = 3'b010,
   u_imm    = 3'b011,
   regfile_out = 3'b100,
    imm_out       =  3'b101
} forward_rs2_sel_t;
endpackage
module regfile
(
    input   logic           clk,
    input   logic           rst,
    input   logic           regf_we, 
    input   logic   [31:0]  rd_v,
    input   logic   [4:0]   rs1_s, rs2_s, rd_s,
    output  logic   [31:0]  rs1_v, rs2_v
);
            logic   [31:0]  data [32];
    always_ff @(posedge clk) begin
        if (rst) begin
            for (int i = 0; i < 32; i++) begin
                data[i] <= '0;
            end
        end else if (regf_we && (rd_s != 5'd0)) begin
            data[rd_s] <= rd_v;
        end
    end
    always_comb begin
        if(rs1_s == rd_s) rs1_v = (rs1_s != 5'd0) ? rd_v : '0;
        else rs1_v = (rs1_s != 5'd0) ? data [rs1_s] : '0;
        if (rs2_s == rd_s)  rs2_v = (rs2_s != 5'd0) ? rd_v : '0;
        else rs2_v = (rs2_s != 5'd0) ? data[rs2_s] : '0;
    end
endmodule : regfile
```
`/design/flow/run.sh`:
```
#!/bin/bash
# OpenROAD 26Q1-2900-gdf79404cd8, Yosys 0.63+post, stock flow scripts
make -C /OpenROAD-flow-scripts/flow DESIGN_CONFIG=/design/flow/config.mk WORK_HOME=/design/flow/orfs finish
```
==> report_table.html <==
<h3>Flow metrics</h3>
<table>
<tr><th>Metric</th><th>Value</th></tr>
<tr><th colspan="2">Status</th></tr>
<tr><td>Result of the run</td><td>complete, no violations</td></tr>
<tr><th colspan="2">Final layout</th></tr>
<tr><td>Filler cell count in the final layout</td><td>17,543</td></tr>
<tr><td>Area of combinational cells with multiple inputs</td><td>0.0240 sq mm</td></tr>
<tr><td>Dominant logic cell type in the layout</td><td>sky130_fd_sc_hd__edfxtp_1</td></tr>
<tr><td>Post-route standard cell area excluding fillers</td><td>0.0636 sq mm</td></tr>
<tr><td>Final Util</td><td>0.342</td></tr>
<tr><td>Most frequent logic cells in the routed design</td><td>sky130_fd_sc_hd__edfxtp_1, sky130_fd_sc_hd__and2_1, sky130_fd_sc_hd__mux2i_1, sky130_fd_sc_hd__mux4_2, sky130_fd_sc_hd__buf_4</td></tr>
<tr><td>Number of flip-flops in the largest register</td><td>1,024</td></tr>
<tr><td>Top flop regs</td><td>data (1024)</td></tr>
<tr><td>Biggest register</td><td>data</td></tr>
<tr><td>Area growth syn-to-layout</td><td>12.7%</td></tr>
<tr><td>Area of all sequential standard cells</td><td>0.0307 sq mm</td></tr>
<tr><td>Fraction of final layout cells with drive strength greater than 1</td><td>0.184</td></tr>
<tr><th colspan="2">Critical path</th></tr>
<tr><td>Most used cell along the critical path</td><td>sky130_fd_sc_hd__buf_4</td></tr>
<tr><td>Worst endpoint required time</td><td>12,000 ps</td></tr>
<tr><td>Cells along the critical path</td><td>buf_6, buf_4, or2_4, nor4_1, nor3_2, buf_4, a221o_1, clkdlybuf4s50_1</td></tr>
<tr><td>Largest delay share family, worst path</td><td>buffers and inverters</td></tr>
<tr><td>Worst-path cell with the longest stage delay</td><td>sky130_fd_sc_hd__nor3_2</td></tr>
<tr><td>Longest individual stage delay on the worst path</td><td>800 ps</td></tr>
<tr><td>Kind of start point of the critical path</td><td>input pin</td></tr>
<tr><td>Worst Path Buf+Inv</td><td>4</td></tr>
<tr><td>CP Capture Type</td><td>output pin</td></tr>
<tr><td>Maximum fanout along the worst path</td><td>35</td></tr>
<tr><td>Arrival time of data at the critical path endpoint</td><td>7410 ps</td></tr>
<tr><td>Path type of the worst setup path</td><td>in2out</td></tr>
<tr><th colspan="2">Floorplan</th></tr>
<tr><td>Die width</td><td>436 microns</td></tr>
<tr><td>I/O pin total</td><td>114</td></tr>
<tr><td>Die Y</td><td>436 microns</td></tr>
<tr><td>Number of rows in the core area</td><td>158</td></tr>
<tr><td>Core area</td><td>0.186 sq mm</td></tr>
<tr><td>Effective utilization at floorplan</td><td>0.303</td></tr>
<tr><td>Area of the chip</td><td>0.190 sq mm</td></tr>
<tr><th colspan="2">Routing</th></tr>
<tr><td>Remaining routing DRC violations</td><td>0</td></tr>
<tr><td>Vias</td><td>36,566</td></tr>
<tr><td>First-iteration detailed-routing DRC count</td><td>2,440</td></tr>
<tr><td>Routed Antenna Nets</td><td>0</td></tr>
<tr><td>Number of iterations in the first detailed-routing pass</td><td>7</td></tr>
<tr><td>Total Wirelength</td><td>195,000 microns</td></tr>
<tr><td>Wirelength per Cell</td><td>29.1 microns</td></tr>
<tr><td>Routed via count divided by cell count</td><td>5.45</td></tr>
<tr><th colspan="2">Worst hold path</th></tr>
<tr><td>Hold Path Class</td><td>in2reg</td></tr>
<tr><th colspan="2">Logic synthesis</th></tr>
<tr><td>Mux area share</td><td>0.198</td></tr>
<tr><td>Count of state elements after synthesis</td><td>1,024</td></tr>
<tr><td>Syn Area/Cell</td><td>13.5 sq um</td></tr>
<tr><td>Mapped Area</td><td>0.0564 sq mm</td></tr>
<tr><td>Yosys warning count</td><td>1</td></tr>
<tr><td>Number of distinct library cells after synthesis</td><td>47</td></tr>
<tr><td>Yosys chip area</td><td>0.0564 sq mm</td></tr>
<tr><td>Synthesized-area fraction occupied by xor and xnor cells</td><td>0.00155</td></tr>
<tr><td>Synthesized netlist cell count</td><td>4,173</td></tr>
<tr><td>Dominant kind of combinational cell</td><td>multiplexers</td></tr>
<tr><td>Async set or reset register ratio after synthesis</td><td>0</td></tr>
<tr><td>Share of the yosys chip area belonging to registers</td><td>0.545</td></tr>
<tr><td>EDFF count, synth</td><td>1,024</td></tr>
<tr><td>Synth Flop Type</td><td>sky130_fd_sc_hd__edfxtp_1</td></tr>
<tr><td>Post-synthesis adder-cell area fraction</td><td>0</td></tr>
<tr><td>AO/OA Area Share</td><td>0.0781</td></tr>
<tr><td>Post-Synth Simple-Gate Area</td><td>0.140</td></tr>
<tr><td># Cells Yosys</td><td>4,173</td></tr>
<tr><th colspan="2">Global routing</th></tr>
<tr><td>First-pass GRT wire length</td><td>276,000 microns</td></tr>
<tr><td>Antenna violations before repair</td><td>5</td></tr>
<tr><td>Via count of the first global-routing pass</td><td>38,383</td></tr>
<tr><td>Maximum number of pins on one net before global-route repair</td><td>82</td></tr>
<tr><td>Total routing resource utilization after global routing</td><td>0.215</td></tr>
<tr><td>Remaining global-route overflow</td><td>0</td></tr>
<tr><th colspan="2">Timing</th></tr>
<tr><td>Relative slew slack</td><td>0.233</td></tr>
<tr><td>Highest attainable clock frequency</td><td>96.0 MHz</td></tr>
<tr><td>Number of setup violations in the final report</td><td>0</td></tr>
<tr><td>Final worst-path cycle share</td><td>0.694</td></tr>
<tr><td>Post-Route Setup TNS</td><td>0 ps</td></tr>
<tr><td>Max Transition Viols Final</td><td>0</td></tr>
<tr><td>Final setup margin</td><td>4590 ps</td></tr>
<tr><td>Slew at the pin closest to its max-slew limit</td><td>1150 ps</td></tr>
<tr><td>Final Hold Vio Count</td><td>0</td></tr>
<tr><td>Setup repair after global routing missed its margin</td><td>false</td></tr>
<tr><td>Final critical delay including setup and external delays</td><td>10,410 ps</td></tr>
<tr><th colspan="2">Pwr</th></tr>
<tr><td>Power density over the cells</td><td>108 mW/mm^2</td></tr>
<tr><td>Worst vdd rail ir drop</td><td>0.0000916 V</td></tr>
<tr><td>Total power</td><td>6.84 mW</td></tr>
<tr><td>P_leak</td><td>22.2 nW</td></tr>
<tr><th colspan="2">Place</th></tr>
<tr><td>Placement Setup Slack</td><td>4670 ps</td></tr>
<tr><td>DP Area</td><td>0.0603 sq mm</td></tr>
<tr><td>DP HPWL</td><td>116,000 microns</td></tr>
<tr><td>Port bufs</td><td>113</td></tr>
<tr><td>Final weighted congestion of routability-driven global placement</td><td>0.917</td></tr>
<tr><th colspan="2">Clock tree</th></tr>
<tr><td>CTS tree</td><td>built</td></tr>
<tr><td>Buffer cell driving the clock tree root</td><td>sky130_fd_sc_hd__clkbuf_16</td></tr>
<tr><td>Quantity of hold-fixing buffers added after cts</td><td>0</td></tr>
<tr><td>Num CTS Buffers</td><td>108</td></tr>
<tr><td>Number of setup buffers added after CTS</td><td>0</td></tr>
<tr><td>H-tree levels</td><td>3</td></tr>
<tr><td>Maximum clock insertion buffer count</td><td>3</td></tr>
<tr><td>CTS sink cnt</td><td>1,024</td></tr>
<tr><td>Reg clk slew, reported paths</td><td>60 ps</td></tr>
<tr><td>Number of instances resized during post-cts repair</td><td>0</td></tr>
<tr><th colspan="2">Job</th></tr>
<tr><td>Number of warning messages in the logs</td><td>26</td></tr>
<tr><td>Max-Cap Viols</td><td>0</td></tr>
</table>
[cell families after synthesis]
group,after synthesis
AOI/OAI and AO/OA,569
muxes,768
buffers and inverters,458
DFF,1024
and+or+nand+nor,1343
other,1
xor gates and xnor gates,10
[per-layer routing]
layer,up-vias,global-route usage,part of all wire
met3,455,0.130,0.14
met1,17975,0.240,0.33
met4,11,0.0941,0.055
met5,-,0.0116,0.0014
li1,15799,-,-
met2,2326,0.331,0.47
[stage by stage]
| stage | instances | hold WS [ps] |
|---|---|---|
| final | 6712 | 2700 |
| after global placement | 6522 | 3440 |
| after global routing | 6710 | 2670 |
| after detailed placement | 6522 | 3440 |
| after floorplan | 4204 | 3200 |
| after CTS | 6710 | 2660 |
[synthesized netlist by cell type (all sizes together) (3+ instances only)]
cell	n	area (sq um)
mux2i	379	3790
o21bai	14	105
nand3b	6	45.0
xnor2	9	78.8
nor3b	30	225
buf	135	877
o221ai	62	543
a22oi	62	465
o21ai	100	500
a21oi	66	330
a21o	12	90.1
and2	994	6220
mux2	124	1400
a211oi	36	270
edfxtp	1024	30700
mux4	265	5970
nor2b	47	294
nand3	3	15.0
nor3	8	40.0
nor2	148	556
a221o	152	1520
o211ai	3	22.5
or2	32	200
inv	14	52.6
a221oi	60	544
nand2b	5	31.3
clkbuf	309	1160
nand2	62	233
[power breakdown]
part           internal (mW)  switching (mW)  total [mW]
clock                   1.40            1.13        2.53
sequential              3.31          0.0710        3.38
combinational          0.374           0.555       0.929
total                   5.08            1.76        6.84
[final cells by class]
type,count,share of cell area
Inverter,14,0.000827
Sequential cell,1024,0.484
Timing Repair Buffer,282,0.0389
Multi-Input combinational cell,2722,0.377
Clock inverter,56,0.00608
Tap cell,2480,0.0488
Antenna cell,2,0.0000787
Clock buffer,132,0.0446
[worst paths after layout]
check / startpoint / endpoint / slack (ps) / depth (start not counted)
min: rst / data[0][11] / 2700 / 1
max: rs1_s[1] / rs1_v[19] / 4590 / 8
No activity file was given, so power comes from the tool's default toggle rates.
