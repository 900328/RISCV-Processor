## design/flow/run.sh

```bash
#!/bin/bash
# OpenROAD 26Q1-2900-gdf79404cd8, Yosys 0.63+post, stock flow scripts
make -C /OpenROAD-flow-scripts/flow DESIGN_CONFIG=/design/flow/config.mk WORK_HOME=/design/flow/orfs finish
```

## design/flow/config.mk

```make
export PLATFORM = sky130hd
export DESIGN_NAME = alu
export DESIGN_NICKNAME = alu
export VERILOG_FILES = /design/flow/design.v
export SDC_FILE = /design/flow/constraint.sdc
export NUM_CORES = 4
export LEC_CHECK = 1
export CORE_UTILIZATION = 50
```

## design/flow/constraint.sdc

```tcl
current_design alu

set clk_period 17.1
set clk_io_pct 0.2

create_clock -name clk0 -period $clk_period [get_ports {clk}]

set non_clock_inputs [all_inputs -no_clocks]
set_input_delay [expr $clk_period * $clk_io_pct] -clock clk0 $non_clock_inputs
set_output_delay [expr $clk_period * $clk_io_pct] -clock clk0 [all_outputs]
```

## design/flow/design.v

```verilog
interface mem_itf_w_mask #(
    parameter               CHANNELS = 1,
    parameter               DWIDTH = 32,
    parameter               MWIDTH = DWIDTH / 8
)(
    input   bit             clk,
    input   bit             rst
);
    logic   [31:0]          addr    [CHANNELS];
    logic   [MWIDTH-1:0]    rmask   [CHANNELS];
    logic   [MWIDTH-1:0]    wmask   [CHANNELS];
    logic   [DWIDTH-1:0]    rdata   [CHANNELS];
    logic   [DWIDTH-1:0]    wdata   [CHANNELS];
    logic                   resp    [CHANNELS];
    bit                     error = 1'b0;
    modport dut (
        input               clk,
        input               rst,
        output              addr,
        output              rmask,
        output              wmask,
        input               rdata,
        output              wdata,
        input               resp
    );
    modport mem (
        input               clk,
        input               rst,
        input               addr,
        input               rmask,
        input               wmask,
        output              rdata,
        input               wdata,
        output              resp,
        output              error
    );
    modport mon (
        input               clk,
        input               rst,
        input               addr,
        input               rmask,
        input               wmask,
        input               rdata,
        input               wdata,
        input               resp,
        output              error
    );
endinterface
interface mem_itf_wo_mask #(
    parameter               CHANNELS = 1,
    parameter               DWIDTH = 32
)(
    input   bit             clk,
    input   bit             rst
);
    logic   [31:0]          addr    [CHANNELS];
    logic                   read    [CHANNELS];
    logic                   write   [CHANNELS];
    logic   [DWIDTH-1:0]    rdata   [CHANNELS];
    logic   [DWIDTH-1:0]    wdata   [CHANNELS];
    logic                   resp    [CHANNELS];
    bit                     error = 1'b0;
    modport dut (
        input               clk,
        input               rst,
        output              addr,
        output              read,
        output              write,
        input               rdata,
        output              wdata,
        input               resp
    );
    modport mem (
        input               clk,
        input               rst,
        input               addr,
        input               read,
        input               write,
        output              rdata,
        input               wdata,
        output              resp,
        output              error
    );
    modport mon (
        input               clk,
        input               rst,
        input               addr,
        input               read,
        input               write,
        input               rdata,
        input               wdata,
        input               resp,
        output              error
    );
endinterface
interface mem_itf_banked(
    input   bit             clk,
    input   bit             rst
);
    logic   [31:0]          addr;
    logic                   read;
    logic                   write;
    logic   [63:0]          wdata;
    logic                   ready;
    logic   [31:0]          raddr;
    logic   [63:0]          rdata;
    logic                   rvalid;
    bit                     error = 1'b0;
    modport dut (
        input               clk,
        input               rst,
        output              addr,
        output              read,
        output              write,
        output              wdata,
        input               ready,
        input               raddr,
        input               rdata,
        input               rvalid
    );
    modport mem (
        input               clk,
        input               rst,
        input               addr,
        input               read,
        input               write,
        input               wdata,
        output              ready,
        output              rdata,
        output              raddr,
        output              rvalid,
        output              error
    );
    modport mon (
        input               clk,
        input               rst,
        input               addr,
        input               read,
        input               write,
        input               wdata,
        input               ready,
        input               rdata,
        input               raddr,
        input               rvalid,
        input               error
    );
endinterface
interface mon_itf#(
            parameter       CHANNELS = 1
)(
    input   bit             clk,
    input   bit             rst
);
            logic           valid     [CHANNELS];
            logic   [63:0]  order     [CHANNELS];
            logic   [31:0]  inst      [CHANNELS];
            logic           halt      [CHANNELS];
            logic   [4:0]   rs1_addr  [CHANNELS];
            logic   [4:0]   rs2_addr  [CHANNELS];
            logic   [31:0]  rs1_rdata [CHANNELS];
            logic   [31:0]  rs2_rdata [CHANNELS];
            logic   [4:0]   rd_addr   [CHANNELS];
            logic   [31:0]  rd_wdata  [CHANNELS];
            logic   [31:0]  pc_rdata  [CHANNELS];
            logic   [31:0]  pc_wdata  [CHANNELS];
            logic   [31:0]  mem_addr  [CHANNELS];
            logic   [3:0]   mem_rmask [CHANNELS];
            logic   [3:0]   mem_wmask [CHANNELS];
            logic   [31:0]  mem_rdata [CHANNELS];
            logic   [31:0]  mem_wdata [CHANNELS];
            bit             error = 1'b0;
endinterface
package rv32i_types;
    typedef enum logic [6:0] {
        op_b_lui       = 7'b0110111,  
        op_b_auipc     = 7'b0010111,  
        op_b_jal       = 7'b1101111,  
        op_b_jalr      = 7'b1100111,  
        op_b_br        = 7'b1100011,  
        op_b_load      = 7'b0000011,  
        op_b_store     = 7'b0100011,  
        op_b_imm       = 7'b0010011,  
        op_b_reg       = 7'b0110011   
    } rv32i_opcode;
    typedef enum logic [2:0] {
        arith_f3_add   = 3'b000,  
        arith_f3_sll   = 3'b001,
        arith_f3_slt   = 3'b010,
        arith_f3_sltu  = 3'b011,
        arith_f3_xor   = 3'b100,
        arith_f3_sr    = 3'b101,  
        arith_f3_or    = 3'b110,
        arith_f3_and   = 3'b111
    } arith_f3_t;
    typedef enum logic [2:0] {
        load_f3_lb     = 3'b000,
        load_f3_lh     = 3'b001,
        load_f3_lw     = 3'b010,
        load_f3_lbu    = 3'b100,
        load_f3_lhu    = 3'b101
    } load_f3_t;
    typedef enum logic [2:0] {
        store_f3_sb    = 3'b000,
        store_f3_sh    = 3'b001,
        store_f3_sw    = 3'b010
    } store_f3_t;
    typedef enum logic [2:0] {
        branch_f3_beq  = 3'b000,
        branch_f3_bne  = 3'b001,
        branch_f3_blt  = 3'b100,
        branch_f3_bge  = 3'b101,
        branch_f3_bltu = 3'b110,
        branch_f3_bgeu = 3'b111
    } branch_f3_t;
    typedef enum logic [2:0] {
        alu_op_add     = 3'b000,
        alu_op_sll     = 3'b001,
        alu_op_sra     = 3'b010,
        alu_op_sub     = 3'b011,
        alu_op_xor     = 3'b100,
        alu_op_srl     = 3'b101,
        alu_op_or      = 3'b110,
        alu_op_and     = 3'b111
    } alu_ops;
       typedef enum logic [6:0] {
        base           = 7'b0000000,
        variant        = 7'b0100000
    } funct7_t;
    typedef union packed {
        logic [31:0] word;
        struct packed {
            logic [11:0] i_imm;
            logic [4:0]  rs1;
            logic [2:0]  funct3;
            logic [4:0]  rd;
            rv32i_opcode opcode;
        } i_type;
        struct packed {
            logic [6:0]  funct7;
            logic [4:0]  rs2;
            logic [4:0]  rs1;
            logic [2:0]  funct3;
            logic [4:0]  rd;
            rv32i_opcode opcode;
        } r_type;
        struct packed {
            logic [11:5] imm_s_top;
            logic [4:0]  rs2;
            logic [4:0]  rs1;
            logic [2:0]  funct3;
            logic [4:0]  imm_s_bot;
            rv32i_opcode opcode;
        } s_type;
        struct packed {
            logic [11:5] imm_b_top;
            logic [4:0]  rs2;
            logic [4:0]  rs1;
            logic [2:0]  funct3;
            logic [4:0]  imm_b_bot;
            rv32i_opcode opcode;
        } b_type;
        struct packed {
            logic [31:12] imm;
            logic [4:0]  rd;
            rv32i_opcode opcode;
        } u_type;
        struct packed {
            logic [31:12] imm;
            logic [4:0]   rd;
            rv32i_opcode  opcode;
        } j_type;
    } instr_t;
typedef struct packed {     
    logic [31:0] pc;    
    logic [31:0] inst; 
    logic        valid;
} if_id_t;
typedef struct packed {
    logic [31:0] inst;
    logic [4:0]  rs1_s; 
    logic [4:0]  rs2_s;
    logic [31:0] rs1_v; 
    logic [31:0] rs2_v; 
    logic [31:0] pc;
    logic [6:0]  opcode;
    logic [4:0]  rd_s;
    logic [31:0] s_imm;
    logic [31:0] i_imm;
    logic [31:0] u_imm;
    logic [31:0] b_imm;
    logic [31:0] j_imm;   
    logic [2:0]  funct3;
    logic [6:0]  funct7;       
    logic        valid;
    logic        alu_rs1_sel;
    logic        alu_rs2_sel;
    logic [31:0] imm_out;
    logic        cmp_sel;
    logic   [2:0]   cmpop;
    logic   [2:0]   aluop;
    logic        regf_we;
    logic   [3:0]regfilemux_sel;
} id_ex_t;
typedef struct packed {
    logic [31:0] inst; 
    logic [2:0]  funct3;
    logic [6:0]  opcode;
    logic [4:0]  rs1_s; 
    logic [4:0]  rs2_s;
    logic [31:0] rs1_v; 
    logic [31:0] rs2_v;
    logic [31:0] pc;
    logic        regf_we; 
    logic [4:0]  rd_s;      
    logic        commit;
    logic        br_en;
    logic [31:0] i_imm;
    logic [31:0] j_imm;  
    logic [31:0] b_imm; 
    logic [31:0] u_imm; 
    logic [31:0] s_imm;
    logic [31:0] aluout;
    logic   [3:0]regfilemux_sel;
} ex_mem_t;
typedef struct packed {
    logic [31:0] inst; 
    logic [2:0]  funct3;
    logic [6:0]  opcode;
    logic [4:0]  rs1_s; 
    logic [4:0]  rs2_s;
    logic [31:0] rs1_v; 
    logic [31:0] rs2_v;
    logic [31:0] pc;
    logic        regf_we; 
    logic [4:0]  rd_s;       
    logic        commit;
    logic   [31:0]  dmem_addr;
    logic   [3:0]   dmem_rmask;
    logic   [3:0]   dmem_wmask;
    logic   [31:0]  dmem_wdata;
    logic   [31:0]  u_imm;
    logic          br_en;
    logic   [31:0] branch_addr;
    logic  [31:0]  aluout;
    logic   [3:0]regfilemux_sel;
   logic   [31:0] rvfi_pc_wdata;
} mem_wb_t;
endpackage: rv32i_types
package forward_rs1_mux;
typedef enum bit [2:0] {
   rs1_v    = 3'b000,
   alu_out  = 3'b001,
   br_en    = 3'b010,
   u_imm    = 3'b011,
   regfile_out = 3'b100,
    pc       =  3'b101
} forward_rs1_sel_t;
endpackage
package forward_rs2_mux;
typedef enum bit [2:0] {
   rs2_v    = 3'b000,
   alu_out  = 3'b001,
   br_en    = 3'b010,
   u_imm    = 3'b011,
   regfile_out = 3'b100,
    imm_out       =  3'b101
} forward_rs2_sel_t;
endpackage
module alu
(
    input   logic           clk,
    input   logic   [2:0]   aluop,
    input   logic   [31:0]  a, b,
    output  logic   [31:0]  f
);
    logic signed   [31:0] as;
    logic signed   [31:0] bs;
    logic unsigned [31:0] au;
    logic unsigned [31:0] bu;
    assign as =   signed'(a);
    assign bs =   signed'(b);
    assign au = unsigned'(a);
    assign bu = unsigned'(b);
    always_ff @(posedge clk) begin
        unique case (aluop)
            3'b000 : f <= au +   bu;
            3'b001 : f <= au <<  bu[4:0];
            3'b010 : f <= unsigned'(as >>> bu[4:0]);
            3'b011 : f <= au -   bu;
            3'b100 : f <= au ^   bu;
            3'b101 : f <= au >>  bu[4:0];
            3'b110 : f <= au |   bu;
            3'b111 : f <= au &   bu;
            default: f <= 'x;
        endcase
    end
endmodule : alu
```

==> results.yml <==
# yosys + openroad results
final_layout:
  area_growth_pct: 13.98
  final_cells: 1433
  regMostFlops: "f"
  largest_register_ffs: 32
  layout-drive-gt1-share: 0.08656
  stdcell_area_mm2: 0.009761
  reg.largest.list: "f x32"
pwr:
  p_total_mw: 0.5342
  comb_power_share: 0.648
  leakagePower_nw: 4.053
  seqPwrFrac: 0.172
  p_int_mw: 0.2906
  power.density_mw_per_mm2: 54.74
  swShare: 0.4560
  ir_drop_mv: 0.04478
  net-switching-power_mw: 0.2436
  pwr-share-clk: 0.180
timing:
  rsz0062_at_grt: "false"
  fin_tns_setup_ns: 0
  final-hold-violation-count: 0
  worst_slack_ns: 9.180
  max_slew.worst_pin.slew_ns: 1.001
  relSlewSlack: 0.3266
  max_clock_freq_mhz: 126.3
  setup_viol: 0
  min_period_ns: 7.920
  finalClockPeriodUsage: 0.4631
  final_max_slew_viol_count: 0
status:
  status: "completed"
logic_synthesis:
  syn_area_mm2: 0.008563
  synth-edff-count: 0
  syn-instance-count: 1175
  ff_type: "dfxtp_1"
  postSynthSeqShare: 0.07481
  ys_ff: 32
  ys_types: 68
  yosys_cells: 1175
  synth-async-reset-ratio: 0
  ys_area_mm2: 0.008563
  avgSynthCellArea_um2: 7.288
  yosys_warnings: 1
global_routing:
  first_global_vias: 8775
  gr-usage-all-layers: 0.4235
  grt_max_degree: 68
  grt_busiest_layer: "met2"
  grt_pass1_wl_um: 54150
  use_met1: 0.5841
  grtUsageMet2: 0.6419
  met3_usage: 0.1152
  grt.overflow.total: 0
  grt_antenna_before_repair: 0
cts:
  cts_tree: "built"
  clk_root_buffer_cell: "clkbuf_16"
  clock-sinks: 32
  clock_path_buffers: 2
  h-tree-depth: 2
  cts_resized: 0
  postCtsHoldBufs: 0
  cts_setup_buffers: 0
  clk_pin_slew_ns: 0.06
  numCtsBuffers: 5
worst_hold_path:
  min_path_type: "in2reg"
drt:
  vias_per_cell: 6.706
  drt_iter0_markers: 1007
  wl_um: 36360
  drc: 0
  ant_nets: 0
  routedWlPerCell_um: 25.37
  vias: 9610
  antenna_cells: 0
  dr.pass1.iters: 6
worst_setup_path:
  critPathCaptureType: "flop"
  cp-start-kind: "primary input"
  critPathMaxFanout: 6
  cp.required_ns: 17.28
  worstSetupPathType: "in2reg"
  cp.arrival_ns: 8.10
floorplanning:
  fp_util: 0.5145
  core_mm2: 0.01664
  die_area_mm2: 0.01765
  chipHeight_um: 132.9
  io_pins: 100
  num_rows: 47
  die_x_um: 132.9
job:
  drv_cap: 0
  tool_warnings: 60
place:
  place_area_mm2: 0.009612
  hpwl_um: 28020
  place.gp.congestion: 1.049
  place_ws_ns: 9.103
  portBuffers: 99
  placed_cells_incl_taps: 1425
==> path summary, 6_finish.rpt <==
path	depth (start not counted)	startpoint	slack, ns	endpoint
worst min-delay path	3	b[3]	3.64	f[23]
worst max-delay path	14	b[6]	9.18	f[28]
==> cells in the final DEF, fill, tap and decap left out, types with 5 or more instances in the layout <==
cell and n:
nand2_1 119, clkdlybuf4s50_1 94, or2_2 8, o41ai_1 5
nand3_1 11, a221oi_1 12, dfxtp_1 32, clkbuf_16 5
nor2_1 130, a211oi_1 21, or3_1 5, buf_4 19
a22oi_1 11, nand4_1 11, mux4_2 50, o221ai_1 11
xnor2_1 45, mux2i_1 46, mux2_2 5, xor2_1 8
nor4_1 6, o2111ai_1 6, o21ai_0 110, o22ai_1 16
o21a_1 6, o21bai_1 7, a211o_1 5, ha_1 97
o31ai_1 12, a21o_1 18, a31oi_1 13, nor3_1 18
a21oi_1 95, inv_1 78, o211ai_1 9
==> critical path, cell delays in order <==
cell             delay, ns
clkdlybuf4s50_1       0.52
nor4_1                0.86
nand4b_1              0.43
o21ai_0               0.32
xnor2_1               0.10
ha_1                  0.34
nand4_1               0.17
o221ai_1              0.47
a22oi_1               0.23
a21oi_1               0.34
nand3_1               0.18
o21ai_0               0.25
mux2i_1               0.14
a211o_1               0.31
==> synthesized netlist by cell type, types with 5 or more instances <==
master / instances / share of area
clkbuf_1: 72 / 0.032
a31oi_1: 13 / 0.0095
xnor2_1: 45 / 0.046
o211ai_1: 9 / 0.0079
ha_1: 97 / 0.14
nor3_1: 18 / 0.011
or3_1: 5 / 0.0037
xor2_1: 8 / 0.0082
nand4_1: 11 / 0.0080
nor4_1: 6 / 0.0044
nand3_1: 11 / 0.0064
inv_1: 78 / 0.034
o2111ai_1: 6 / 0.0061
o22ai_1: 16 / 0.012
o21ai_0: 110 / 0.064
a211oi_1: 21 / 0.018
o21bai_1: 7 / 0.0061
mux4_2: 50 / 0.13
a21oi_1: 95 / 0.056
a21o_1: 18 / 0.016
a221oi_1: 12 / 0.012
o21a_1: 6 / 0.0053
o41ai_1: 5 / 0.0051
dfxtp_1: 32 / 0.075
buf_1: 12 / 0.0053
o31ai_1: 12 / 0.011
a22oi_1: 11 / 0.0096
or2_2: 8 / 0.0058
nand2_1: 119 / 0.052
o221ai_1: 11 / 0.011
mux2_2: 5 / 0.0066
mux2i_1: 46 / 0.054
nor2_1: 130 / 0.057
a211o_1: 5 / 0.0051
==> area by class of cell <==
type / count / area (um2)
clock buffer: 6 / 138.9
clock inverter: 2 / 10.01
fill: 1564 / 6882
inverter: 82 / 307.8
multi-input combinational: 974 / 7284
sequential: 32 / 640.6
tap: 220 / 275.3
timing repair buffer: 117 / 1104
==> per-layer routing <==
metal / vias up / wire length (um)
met3: 92 / 3808
met5: - / 0
li1: 4429 / -
met2: 600 / 16210
met4: 0 / 1557
met1: 4489 / 14780
==> metrics by stage <==
step	hold WS (ns)	utilization
after floorplan	3.678	-
after global placement	3.906	0.5776
after detailed placement	3.924	0.5776
after CTS	3.615	0.5865
after global routing	3.646	0.5865
final	3.637	0.5865
==> logic make-up after synthesis <==
family / share of synthesized area
and+or+nand+nor: 0.1679
DFF: 0.07481
AOI/OAI and AO/OA: 0.2908
xor gates and xnor gates: 0.05611
adders and majority gates: 0.1441
muxes: 0.1918
buffers and inverters: 0.07452
==> power by group through the flow <==
stage         combinational (mW)  clock (mW)  sequential [mW]
finish                     0.346      0.0964           0.0918
CTS                        0.338      0.0985           0.0918
global route               0.371       0.101           0.0928
Power and IR drop assume default switching activity.
